**design/flow/run.sh**
```bash
#!/bin/bash
# OpenROAD 26Q1-2900-gdf79404cd8, Yosys 0.63+post, stock flow scripts
make -C /OpenROAD-flow-scripts/flow DESIGN_CONFIG=/design/flow/config.mk WORK_HOME=/design/flow/orfs finish
```
**design/flow/config.mk**
```make
export PLATFORM = sky130hd
export DESIGN_NAME = comboArray
export DESIGN_NICKNAME = comboArray
export VERILOG_FILES = /design/flow/design.v
export SDC_FILE = /design/flow/constraint.sdc
export NUM_CORES = 4
export LEC_CHECK = 1
export CORE_AREA = 10 10 71 71
export DIE_AREA = 0 0 81 81
```
**design/flow/constraint.sdc**
```tcl
current_design comboArray

set clk_period 4.0
set clk_io_pct 0.2

create_clock -name clk0 -period $clk_period

set non_clock_inputs [all_inputs -no_clocks]
set_input_delay [expr $clk_period * $clk_io_pct] -clock clk0 $non_clock_inputs
set_output_delay [expr $clk_period * $clk_io_pct] -clock clk0 [all_outputs]
```
**design/flow/design.v**
```verilog
module fullAdder (
   input a,
   input b,
   input c_in,
   output s,
   output c_out   
);
wire s1, c1, c2;
halfAdder HA1 (.a(a), .b(b), .c_out(c1), .s(s1));
halfAdder HA2 (.a(s1), .b(c_in), .s(s), .c_out(c2));
assign c_out = c1 | c2;
endmodule
module halfAdder (   
   input a,
   input b,
   output s,
   output c_out
);
assign s = a ^ b;
assign c_out = a & b;
endmodule
`timescale  1 ns/ 1 ps
module comboArray (
	input [3:0] a,
	input [3:0] b,
	output reg [7:0] p
);
wire c0, c1, c2, c3, c4, c5, c6, c7, c8, c9, c10, c11, c12, c13, c14;
wire cF1, cF2;
wire s1, s2, s3, s4, s5, s6, s7, s8, s9, s10, s11, s12, s13, s14, s15;
wire dummy;
comboArrayBlock cab1(
	.x(a[0]),
	.y(b[0]),
	.c_in(1'b0),
	.sum_in(1'b0),
	.c_out(c0),
	.sum_out(p[0])
);
comboArrayBlock cab2(
	.x(a[1]),
	.y(b[0]),
	.c_in(1'b0),
	.sum_in(1'b0),
	.c_out(c1),
	.sum_out(s1)
);
comboArrayBlock cab3(
	.x(a[2]),
	.y(b[0]),
	.c_in(1'b0),
	.sum_in(1'b0),
	.c_out(c2),
	.sum_out(s2)
);
comboArrayBlock cab4(
	.x(a[3]),
	.y(b[0]),
	.c_in(1'b0),
	.sum_in(1'b0),
	.c_out(c3),
	.sum_out(s3)
);
comboArrayBlock cab5(
	.x(a[0]),
	.y(b[1]),
	.c_in(c0),
	.sum_in(s1),
	.c_out(c4),
	.sum_out(p[1])
);
comboArrayBlock cab6(
	.x(a[1]),
	.y(b[1]),
	.c_in(c1),
	.sum_in(s2),
	.c_out(c5),
	.sum_out(s5)
);
comboArrayBlock cab7(
	.x(a[2]),
	.y(b[1]),
	.c_in(c2),
	.sum_in(s3),
	.c_out(c6),
	.sum_out(s6)
);
comboArrayBlock cab8(
	.x(a[3]),
	.y(b[1]),
	.c_in(c3),
	.sum_in(1'b0),
	.c_out(s7),
	.sum_out(c7)
);
comboArrayBlock cab9(
	.x(a[0]),
	.y(b[2]),
	.c_in(c4),
	.sum_in(s5),
	.c_out(c8),
	.sum_out(p[2])
);
comboArrayBlock cab10(
	.x(a[1]),
	.y(b[2]),
	.c_in(c5),
	.sum_in(s6),
	.c_out(c9),
	.sum_out(s9)
);
comboArrayBlock cab11(
	.x(a[2]),
	.y(b[2]),
	.c_in(c6),
	.sum_in(s7),
	.c_out(c10),
	.sum_out(s10)
);
comboArrayBlock cab12(
	.x(a[3]),
	.y(b[2]),
	.c_in(c7),
	.sum_in(1'b0),
	.c_out(c11),
	.sum_out(s11)
);
comboArrayBlock cab13(
	.x(a[0]),
	.y(b[3]),
	.c_in(c8),
	.sum_in(s9),
	.c_out(c12),
	.sum_out(p[3])
);
comboArrayBlock cab14(
	.x(a[1]),
	.y(b[3]),
	.c_in(c9),
	.sum_in(s10),
	.c_out(c13),
	.sum_out(s13)
);
comboArrayBlock cab15(
	.x(a[2]),
	.y(b[3]),
	.c_in(c10),
	.sum_in(s11),
	.c_out(c14),
	.sum_out(s14)
);
comboArrayBlock cab16(
	.x(a[3]),
	.y(b[3]),
	.c_in(c11),
	.sum_in(1'b0),
	.c_out(dummy),
	.sum_out(s15)
);
fullAdder fa0(
	.c_in(1'b0),
	.a(c12),
	.b(s13),
	.s(p[4]),
	.c_out(cF1)
);
fullAdder fa1(
	.c_in(cF1),
	.a(c13),
	.b(s14),
	.s(p[5]),
	.c_out(cF2)
);
fullAdder fa3(
	.c_in(cF2),
	.a(c14),
	.b(s15),
	.s(p[6]),
	.c_out(p[7])
);
endmodule
`timescale 1ns / 1ps
module comboArrayBlock(
	input c_in,
	input x,
	input y,
	input sum_in,
	output c_out,
	output sum_out
);
wire xy;
assign xy = x&y;
fullAdder fa (
	.a(sum_in),
	.b(xy),
	.c_in(c_in),
	.c_out(c_out),
	.s(sum_out)
);
endmodule
```
==> impl_metrics.tcl <==
# flow metrics
set metrics [dict create \
    gp_congestion 0.794 \
    violations "setup timing" \
    min-delay-path-class "in2out" \
    met3WireLength_um 15 \
    regArea_um2 0 \
    synth.most_common_cell "sky130_fd_sc_hd__and2_1" \
    post_cts.repair.setup_buffers 0 \
    place_ws_ps -945 \
    multiInputGateArea_um2 379 \
    first_global_vias 340 \
    power.density_cell_area_mw_per_mm2 119 \
    top_layer "met3" \
    netlist_top_cells_count "11 x sky130_fd_sc_hd__and2_1, 8 x sky130_fd_sc_hd__buf_4, 7 x sky130_fd_sc_hd__fa_1" \
    path_delay_family "adder cells" \
    num-fill-cells 405 \
    worst_path_most_repeated_cell "sky130_fd_sc_hd__fa_2" \
    synth.lib_cells_used.distinct 8 \
    slew_violations 0 \
    total_leakage_power_nw 0.284 \
    detailed_router_iteration_count_before_antenna_repair 3 \
    yosysSeqAreaShare_pct 0 \
    netlist.top_cell.by_area "sky130_fd_sc_hd__fa_1" \
    cts.hold.buffers_added 0 \
    fp-row-count 22 \
    fin_util_pct 17.7 \
    drive_above_1_share_pct 50.9 \
    routed_wl_um 939 \
    overflow 0 \
    timing.final.hold_violations 0 \
    power_frac_clock_pct 0 \
    post_synth_instance_area_um2 402 \
    tightest_slew_ps 255 \
    rsz_0062_raised_after_global_routing "true" \
    detailed_place.area_um2 617 \
    globalRouteTotalUtil_pct 3.01 \
    timing.fmax_mhz 240 \
    crit_slowest_cell "sky130_fd_sc_hd__fa_2" \
    top_level_ports 16 \
    chipHeight_um 81 \
    power.combinational.fraction_pct 100.0 \
    worstHoldStart "a[3]" \
    worstHoldEndpoint "p[7]" \
    placement.io_buffers 16 \
    cp_data_arrival_time_ps 3370 \
    sequential_cell_total 0 \
    wirelength_met1_um 387 \
    crit_path_max_incr_delay_ps 520 \
    antenna_found_initial 0 \
    worstSetupEndpointType "output port" \
    power.sequential.fraction_pct 0 \
    routed_wire_length_per_instance_um 8.94 \
    yosys_area_um2 402 \
    initial_utilization_pct 11.1 \
    cp_cell_sequence "buf_6 > and2_4 > ha_4 > inv_2 > fa_2 > inv_2 > fa_2 > ha_4 > fa_2 > fa_2 > buf_2" \
    initialDrtViolationCount 16 \
    yosysCellCount 44 \
    detailedPlacementHpwl_um 863 \
    setup-violations-final 1 \
    ys_warn_count 0 \
    intPower_uw 49.4 \
    met2_wirelength_um 537 \
    grt_start_max_net_pins 5 \
    critical_path_buffers_and_inverters 4 \
    warnings 35 \
    worst-path-max-fanout 2 \
    fin_ws_ps -167 \
    syn2layout_area_growth_pct 60.1 \
    post-route-drc-count 0 \
    post-route-cell-area_um2 643 \
    run_status "complete, but fails checks" \
    timing.final.crit_period_ps 4170 \
    vias 313 \
    total_power_uw 76.8 \
    horizontal_extent_of_the_die_um 81 \
    peakVddDrop_v 0.0000169 \
    grt_first_pass_wirelength_um 1630 \
    vias_per_cell 2.98 \
    max_cap_violations 0 \
    post_synth_inst_count 44 \
    die-area_mm2 0.00656 \
    period_used_pct 104 \
    netSwitchingPower_uw 27.4 \
    yosys-top-cells-area "sky130_fd_sc_hd__fa_1 35%, sky130_fd_sc_hd__ha_1 19%, sky130_fd_sc_hd__and2_1 17%" \
    holdPathStages 6 \
    syn_area_per_cell_um2 9.13 \
    setup_crit_start_kind "input port" \
    worst_ep_required_time_ps 3200 \
    fin_setup_tns_ps -167 \
    antennaDiodeCount 0 \
    drt.antenna.violating_nets 0 \
    switching_share_of_power_pct 35.7 \
    synth_top_area_share_pct 34.9 \
    core_area_mm2 0.00363 \
    maxSlewHeadroom_pct 82.9 \
    crit_type "in2out" \
    clock_buffers 0 \
]
==> what timing repair did <==
| item | 4_1_cts | 5_1_grt |
|---|---|---|
| setup endpoints to repair | 5 | 3 |
| gates cloned | 0 | 0 |
| gates resized | 45 | 0 |
| pin swaps | 11 | 4 |
==> power groups by stage <==
stage,Sequential (mW),Clock (mW),Combinational (mW)
4_1_cts,0,0,0.0804
5_1_grt,0,0,0.0899
6_report,0,0,0.0768
==> cells by family (layout without fill, tap and decap cells) <==
kind of cell	count (synthesis)	count (layout)	share of synthesized area [%]
fa+ha+maj	13	13	53.6
xor+xnor	1	1	2.18
buf+inv	14	27	20.6
simple gates	16	16	23.7
==> per-stage QoR <==
stage | instances | hold slack, ps
final | 105 | 2340
after global routing | 105 | 2380
after CTS | 105 | 2360
after detailed placement | 105 | 2650
after global placement | 105 | 2660
after floorplan | 44 | 1780
==> cells in the final DEF, fill, tap and decap left out, types with 3 or more instances in the layout <==
cell type                         synthesis  routed
sky130_fd_sc_hd__and2_1                  11       7
sky130_fd_sc_hd__and2_4                   0       4
sky130_fd_sc_hd__buf_2                    0       4
sky130_fd_sc_hd__buf_4                    8       4
sky130_fd_sc_hd__buf_6                    0       4
sky130_fd_sc_hd__clkdlybuf4s50_1          0       6
sky130_fd_sc_hd__dlygate4sd2_1            0       3
sky130_fd_sc_hd__fa_2                     0       5
sky130_fd_sc_hd__ha_1                     6       3
sky130_fd_sc_hd__ha_4                     0       3
sky130_fd_sc_hd__inv_1                    6       3
sky130_fd_sc_hd__inv_2                    0       3
sky130_fd_sc_hd__nand2_1                  3       3
==> routing by layer <==
| layer | GRT usage (%) | vias to the layer above |
|---|---|---|
| met5 | 0 | - |
| met4 | 0 | 0 |
| met3 | 0 | 0 |
| met2 | 5.97 | 6 |
| met1 | 3.75 | 156 |
| li1 | - | 151 |
==> worst max-delay path by stage <==
stage / from / end / slack, ps / depth (start not counted)
after CTS: b[0] / p[6] / -270 / 11
after global routing: b[1] / p[6] / -230 / 11
final: b[0] / p[6] / -170 / 11
==> layout make-up <==
cell class | instances | area share [%]
Tap cell | 48 | 9.34
Inverter | 6 | 3.50
Timing Repair Buffer | 21 | 28.2
Multi-Input combinational cell | 30 | 58.9
No activity file was given, so power comes from the tool's default toggle rates.
