==> design/flow/design.v <==
module fullAdder (
   input a,
   input b,
   input c_in,
   output s,
   output c_out   
);
wire s1, c1, c2;
halfAdder HA1 (.a(a), .b(b), .c_out(c1), .s(s1));
halfAdder HA2 (.a(s1), .b(c_in), .s(s), .c_out(c2));
assign c_out = c1 | c2;
endmodule
module halfAdder (   
   input a,
   input b,
   output s,
   output c_out
);
assign s = a ^ b;
assign c_out = a & b;
endmodule
`timescale 1ns / 1ps
module mult (
   input [3:0] a,
   input [3:0] b,
   output [7:0] s
);
wire c_next[12:0];
wire temp_and[15:0];
wire temp_carry[15:0];
assign s[0] = a[0] & b[0];
assign temp_and[0] = a[1] & b[0];
assign temp_and[1] = a[0] & b[1];
halfAdder HA1 (.a(temp_and[0]), .b(temp_and[1]), .c_out(temp_carry[0]), .s(s[1]));
assign temp_and[2] = a[0] & b[2];
assign temp_and[3] = a[1] & b[1];
assign temp_and[4] = a[2] & b[0];
halfAdder HA2 (.a(temp_and[2]), .b(temp_and[3]), .c_out(temp_carry[1]), .s(c_next[0]));
fullAdder FA1 (.a(temp_and[4]), .b(c_next[0]), .c_in(temp_carry[0]), .c_out(temp_carry[2]), .s(s[2]));
assign temp_and[5] = a[0] & b[3];
assign temp_and[6] = a[1] & b[2];
assign temp_and[7] = a[2] & b[3];
assign temp_and[8] = a[3] & b[0];
halfAdder HA8 (.a(temp_and[5]), .b(temp_and[6]), .c_out(temp_carry[3]), .s(c_next[1]));
fullAdder FA2 (.a(temp_and[7]), .b(c_next[1]), .c_in(temp_carry[1]), .c_out(temp_carry[4]), .s(c_next[2]));
fullAdder FA3 (.a(temp_and[8]), .b(c_next[2]), .c_in(temp_carry[2]), .c_out(temp_carry[5]), .s(s[3]));
assign temp_and[9] = a[1] & b[3];
assign temp_and[10] = a[2] & b[2];
assign temp_and[11] = a[3] & b[1];
fullAdder FA4 (.a(temp_and[9]), .b(temp_and[10]), .c_in(temp_carry[3]), .c_out(temp_carry[6]), .s(c_next[3]));
fullAdder FA5 (.a(temp_and[11]), .b(c_next[3]), .c_in(temp_carry[4]), .c_out(temp_carry[7]), .s(c_next[4]));
halfAdder HA4 (.a(c_next[4]), .b(temp_carry[5]), .c_out(temp_carry[8]), .s(s[4]));
assign temp_and[12] = a[3] & b[2];
assign temp_and[13] = a[2] & b[3];
fullAdder FA7 (.a(temp_and[12]), .b(temp_and[13]), .c_in(temp_carry[6]), .c_out(temp_carry[9]), .s(c_next[5]));
fullAdder FA8 (.a(temp_carry[7]), .b(c_next[5]), .c_in(temp_carry[8]), .c_out(temp_carry[10]), .s(s[5]));
assign temp_and[14] = a[3] & b[3];
fullAdder FA9 (.a(temp_and[14]), .b(temp_carry[9]), .c_in(temp_carry[10]), .c_out(s[7]), .s(s[6]));
endmodule
==> design/flow/run.sh <==
#!/bin/bash
# OpenROAD 26Q1-2900-gdf79404cd8, Yosys 0.63+post, stock flow scripts
make -C /OpenROAD-flow-scripts/flow DESIGN_CONFIG=/design/flow/config.mk WORK_HOME=/design/flow/orfs finish
==> design/flow/config.mk <==
export PLATFORM = sky130hd
export DESIGN_NAME = mult
export DESIGN_NICKNAME = mult
export VERILOG_FILES = /design/flow/design.v
export SDC_FILE = /design/flow/constraint.sdc
export NUM_CORES = 4
export LEC_CHECK = 1
export CORE_AREA = 10 10 72 72
export DIE_AREA = 0 0 82 82
==> design/flow/constraint.sdc <==
current_design mult

set clk_period 4.4
set clk_io_pct 0.2

create_clock -name clk0 -period $clk_period

set non_clock_inputs [all_inputs -no_clocks]
set_input_delay [expr $clk_period * $clk_io_pct] -clock clk0 $non_clock_inputs
set_output_delay [expr $clk_period * $clk_io_pct] -clock clk0 [all_outputs]
==> results.sh <==
# flow metrics
export IMPL_crit_type="in -> out"
export IMPL_final_common_cell="and2_1"
export IMPL_worstPathRequired_ps=3520
export IMPL_finalWeightedCongestion=0.808
export IMPL_synth_cell_types=6
export IMPL_routed_top_layer="met3"
export IMPL_wl_met1_um=337
export IMPL_max_freq_mhz=231
export IMPL_grt_overflow=0
export IMPL_grt_pass1_wl_um=1460
export IMPL_holdBufCountCts=0
export IMPL_netlist_instances=42
export IMPL_yosys_warnings=1
export IMPL_power_frac_clock_pct=0
export IMPL_warning_count=33
export IMPL_nFillCells=425
export IMPL_grt_max_degree=5
export IMPL_synthToLayoutAreaGrowth_pct=56.4
export IMPL_die_y_um=82
export IMPL_netlist_area_um2=379
export IMPL_peakVddDrop_mv=0.0143
export IMPL_dr_pass1_iters=1
export IMPL_drive_above_1_share_pct=41.8
export IMPL_internal_power_uw=42.3
export IMPL_cp_max_fo=4
export IMPL_cpLargestDelayFamily="adder cells"
export IMPL_wl_met3_um=80
export IMPL_io_buffers=16
export IMPL_worst_slew_pin_slew_ps=154
export IMPL_drtIter0Drc=0
export IMPL_die_area_um2=6720
export IMPL_path_common_cell="fa_2"
export IMPL_wl_um=884
export IMPL_antennaDiodeCount=0
export IMPL_drc=0
export IMPL_die_w_um=82
export IMPL_post_cts_buffers=0
export IMPL_dpl_hpwl_um=847
export IMPL_initCoreUtil_pct=10.3
export IMPL_clkbuf_count=0
export IMPL_placementRows=22
export IMPL_power_density_nw_per_um2=112
export IMPL_slew_limit_headroom_pct=89.7
export IMPL_period_used_pct=98.5
export IMPL_ys_cells=42
export IMPL_grt_pass1_vias=316
export IMPL_cp_start_kind="input port"
export IMPL_slew_violations=0
export IMPL_seq_area_um2=0
export IMPL_min_path_type="in -> out"
export IMPL_crit_chain="buf_2 > and2_4 > ha_4 > inv_2 > fa_2 > inv_2 > fa_2 > ha_4 > fa_2 > fa_2 > buf_2"
export IMPL_design_seq_count=0
export IMPL_ys_seq_share_pct=0
export IMPL_cp_end_kind="output port"
export IMPL_timing_hold_ws_ps=2410
export IMPL_ios=16
export IMPL_final_antenna_net_count=0
export IMPL_fin_crit_ps=4330
export IMPL_grt_use_total_pct=2.67
export IMPL_synth_chip_area_um2=379
export IMPL_path_buffers=4
export IMPL_rsz0062_at_grt="no"
export IMPL_wire_per_inst_um=8.58
export IMPL_mostFrequentLayoutCells="and2_1, clkdlybuf4s50_1, fa_2"
export IMPL_antenna_found_initial=0
export IMPL_crit_path_max_incr_delay_ps=520
export IMPL_slowest_stage="fa_2"
export IMPL_hold_viol=0
export IMPL_design_area_um2=593
export IMPL_fin_util_pct=16.1
export IMPL_power_switching_uw=24.2
export IMPL_syn_avg_cell_area_um2=9.03
export IMPL_placed_area_um2=577
export IMPL_vias=287
export IMPL_core_um2=3690
export IMPL_status="completed"
export IMPL_pwr_share_seq_pct=0
export IMPL_p_sw_share_pct=36.5
export IMPL_drv_cap=0
export IMPL_wl_met2_um=467
export IMPL_setup_violations=0
export IMPL_power_uw=66.5
export IMPL_worst_ep_arrival_time_ps=3450
export IMPL_leakagePower_nw=0.257
export IMPL_p_comb_share_pct=100.0
export IMPL_vias_per_cell=2.79
[timing repair]
item,4_1_cts,5_1_grt
gates resized,34,7
pin swaps,11,10
setup endpoints to repair,3,2
[power groups by stage]
stage / logic [mW] / clock network (mW) / registers [mW]
4_1_cts: 0.0687 / 0 / 0
5_1_grt: 0.0776 / 0 / 0
6_report: 0.0665 / 0 / 0
[layout make-up]
cell class	count	area [um^2]	share of cell area, %
well taps	48	60.1	10.1
repair buffers	20	161	27.2
inverters	7	26.3	4.43
multi-input cells	28	345	58.2
[logic make-up after synthesis]
logic type	count (synthesis)	synth area share, %
AND/OR/NAND/NOR	16	23.8
adder cells (fa/ha/maj)	12	55.4
buffers and inverters	14	20.8
[per-stage QoR]
step                instances  worst slack, ps  setup TNS (ps)
detailed placement        103             -765           -1760
CTS                       103            -96.5           -96.5
finish                    103             65.8               0
global placement          103             -761           -1760
global route              103             2.57               0
floorplan                  42              155               0
[synthesized netlist by cell type]
cell     count  area share, %
and2_1      12             20
fa_1         8             42
buf_4        7             14
inv_1        7            6.9
ha_1         4             13
nand2_1      4            4.0
[tightest hold or removal path: stages]
cell      delay [ps]
clkbuf_2          90
buf_4            110
and2_1           160
fa_2             200
buf_2             90
[per-layer routing]
layer	vias up	track usage, %
li1	142	-
met1	138	2.84
met2	7	5.17
met3	0	0.991
met4	0	0
met5	-	0
[worst paths after layout]
check / to / startpoint / slack [ps] / cells after the start
worst min-delay path: s[7] / b[3] / 2410 / 5
worst max-delay path: s[6] / a[0] / 70 / 11
